### /design/flow/config.mk
export PLATFORM = sky130hd
export DESIGN_NAME = seg_scan
export DESIGN_NICKNAME = seg_scan
export VERILOG_FILES = /design/flow/design.v
export SDC_FILE = /design/flow/constraint.sdc
export NUM_CORES = 4
export LEC_CHECK = 1
export CORE_AREA = 10 10 83 83
export DIE_AREA = 0 0 93 93
### /design/flow/constraint.sdc
current_design seg_scan

set clk_period 3.6
set clk_io_pct 0.2

create_clock -name clk0 -period $clk_period [get_ports {clk}]

set non_clock_inputs [all_inputs -no_clocks]
set_input_delay [expr $clk_period * $clk_io_pct] -clock clk0 $non_clock_inputs
set_output_delay [expr $clk_period * $clk_io_pct] -clock clk0 [all_outputs]
### /design/flow/design.v
module seg_scan(
	input           clk,
	input           rst_n,
	output reg[5:0] seg_sel,       
	output reg[7:0] seg_data,      
	input[7:0]      seg_data_0,
	input[7:0]      seg_data_1,
	input[7:0]      seg_data_2
);
reg[3:0] scan_sel;      
always@(posedge clk)
begin
	if(rst_n == 1'b0)
		scan_sel <= 4'd0;
	else
		begin
			if(scan_sel == 4'd2)
				scan_sel <= 4'd0;
			else
				scan_sel <= scan_sel + 1'b1;
		end
end
always@(posedge clk)
begin
	if(rst_n == 1'b0)
	begin
		seg_sel <= 6'b111111;
		seg_data <= 8'b11111111;
	end
	else
	begin
		case(scan_sel)
			4'd0:
			begin
				seg_sel <= 6'b01_1111;
				seg_data <= seg_data_0;
			end
			4'd1:
			begin
				seg_sel <= 6'b10_1111;
				seg_data <= seg_data_1;
			end
			4'd2:
			begin
				seg_sel <= 6'b11_0111;
				seg_data <= seg_data_2;
			end
			default:
			begin
				seg_sel <= 6'b11_1111;
				seg_data <= 8'b11111111;
			end
		endcase
	end
end
endmodule
### /design/flow/run.sh
#!/bin/bash
# OpenROAD 26Q1-2900-gdf79404cd8, Yosys 0.63+post, stock flow scripts
make -C /OpenROAD-flow-scripts/flow DESIGN_CONFIG=/design/flow/config.mk WORK_HOME=/design/flow/orfs finish
==> impl_metrics.toml <==
# generated from flow reports
[run_status]
status = "finished clean"

[synth]
synth.distinct_cells = 21
synth_cells = 61
edf_count = 0
synth_seq_share = 0.473
synth_flops = 15
async_reset_ff_frac = 0
yosysWarnings = 1
yosysTopAreaCell = "dfxtp_1"
aoi_share = 0.154
synth.mux.area_fraction = 0
synth.comb.largest_family = "simple AND/OR/NAND/NOR gates"
top_cells_by_count = "dfxtp_1, a222oi_1, nand2_1, ha_1"
top_cell_area_share = 0.473
avgSynthCellArea_um2 = 10.4
yosys.area_share.adder = 0.0789
ys_sh_xor = 0.0138
yosysMostFrequentCell = "dfxtp_1"
yosys_most_used_dff = "dfxtp_1"
yosys-stat-area_um2 = 634
synth_stat.cells = 61
netlist_area_um2 = 634
simple_gate_share = 0.193
area_leaders = "dfxtp_1, a222oi_1, ha_1, nand2_1, buf_4"

[pwr]
peakVddDrop_mv = 0.147
p_leak_nw = 0.407
power_density_nw_per_um2 = 472

[detailed_routing]
dr.pass1.iters = 4
vias = 563
drt-total-wl_um = 1940
remaining_drc_errors = 0
antenna_cells_inserted = 0
wire_per_inst_um = 11.6
vias_per_cell = 3.37
drt.antenna.violating_nets = 0
first_iter_violations = 40

[grt]
grt_util_met1 = 0.0561
grtUsageMet3 = 0.0186
grt_pass1_vias = 556
grt_overflow_total = 0
grt_first_pass_wirelength_um = 2880
grt-busiest-layer = "met2"
antenna_found_initial = 0
grtUsageTotal = 0.0422
grt_start_max_net_pins = 14
grt_util_met2 = 0.0654

[clocking]
clkLatencyLatePin_ns = 0.24
cts_tree = "built"
root_buffer = "clkbuf_8"
postCtsResizedCells = 0
post-cts-setup-buffers = 0
cts.htree.levels = 1
path_clk_slew_ns = 0.06
holdBufCountCts = 0
cts_buffers = 3
clock-sinks = 15
clockBufferDepth = 2

[final_layout]
syn2layout_area_growth_pct = 72.0
post-route-util = 0.212
nFillCells = 595
drive_gt1_frac = 0.0515

[min_path]
hold_path.class = "flop to flop"
min_from = "scan_sel[2]"

[critical_path]
critical-path-top-delay-family = "buffers and inverters"
cpPeakStageDelay_ns = 0.48
critPathSlowestCell = "clkdlybuf4s50_1"
cp_max_fo = 1
worst_ep_arrival_time_ns = 1.03
cp-end-kind = "primary output"
worstSetupPathType = "flop to primary output"
worstSetupStartpointType = "flop"
cp_num_buf_inv = 1
worstPathRequired_ns = 2.88
reg2reg_from = "scan_sel[0]"
crit_chain = "clkdlybuf4s50_1"
cp-startpoint = "seg_data[5]"

[final_timing]
hold_viol_final = 0
max_freq_mhz = 572
setup_violations = 0
finalClockSkew_ns = 0.000931
rsz0062_at_grt = "no"
report.final.slew_viol_count = 0
whs_ns = 0.529
period_needed_ns = 1.75
period_used_share = 0.486
tns_ns = 0

[floorplan]
initCoreUtil = 0.123
die_w_um = 93
die_h_um = 93
num_rows = 26
dieArea_um2 = 8650
ioPinCount = 40
core_region_area_um2 = 5140

[flow_run]
cap_viol_max_count = 0
warning_count = 28

[placed_design]
port-buffer-count = 36
gp_congestion = 0.747
dp.final_hpwl_um = 1540
layout by cell type, fill, tap and decap left out, drive strengths merged:
| master | count |
|---|---|
| o31a | 1 |
| nor3b | 1 |
| clkdlybuf4s50 | 36 |
| inv | 2 |
| xnor2 | 1 |
| nand2 | 8 |
| nor2b | 1 |
| nand3 | 2 |
| dfxtp | 15 |
| a222oi | 8 |
| or2 | 1 |
| a21boi | 1 |
| ha | 4 |
| nor2 | 1 |
| and2 | 1 |
| nand2b | 2 |
| conb | 3 |
| clkbuf | 4 |
| nand3b | 3 |
| and3 | 2 |
layer usage:
metal  share of wire  routed length (um)  vias to the layer above
met5               0                   0                        -
met4               0                   0                        0
met3           0.059                 114                        0
met2            0.48                 936                       21
met1            0.46                 893                      255
li1                -                   -                      287
report_power, final:
part / total (mW) / leakage (nW) / switching [mW] / internal (mW)
Combinational: 0.170 / 0.260 / 0.0654 / 0.104
Sequential: 0.211 / 0.124 / 0.0127 / 0.198
Clock: 0.134 / 0.0228 / 0.0561 / 0.0782
kinds of logic after synthesis:
group	after synthesis
other cells	1
simple gates	22
xor+xnor	1
compound gates	10
buf+inv	8
flops	15
fa+ha+maj	4
final cells by class:
| class | count | area (um^2) | share of cell area |
|---|---|---|---|
| inverter | 2 | 7.51 | 0.00688 |
| multi-input combinational | 40 | 290 | 0.266 |
| sequential | 15 | 300 | 0.275 |
| clock buffer | 4 | 45.0 | 0.0413 |
| tap | 70 | 87.6 | 0.0803 |
| timing repair buffer | 36 | 360 | 0.330 |
registers in the layout, summed over array words and instances (netlist names):
signal / count
seg_sel: 3
seg_data: 8
scan_sel: 4
path summary, 6_finish.rpt:
kind,to,slack (ns),cells after the start
setup reg to reg,scan_sel[0],2.05,5
setup / recovery,seg_data[5],1.85,1
hold reg to reg,scan_sel[2],0.53,2
hold / removal,scan_sel[2],0.53,2
stage by stage:
step / power (mW) / worst slack [ns] / area (um^2) / std cells
final: 0.515 / 1.85 / 1090 / 167
after global routing: 0.560 / 1.77 / 1090 / 167
after CTS: 0.526 / 1.82 / 1090 / 167
after detailed placement: 0.387 / 1.59 / 1050 / 163
after global placement: 0.387 / 1.61 / 1050 / 163
after floorplan: 0.292 / 2.31 / 642 / 63
Power is estimated from default activity; no workload was simulated.
