==> flow/design.v <==
module comparador #(parameter RESOLUTION_BITS=8)(
input clk,
input [RESOLUTION_BITS-1 : 0] value,
input [RESOLUTION_BITS-1 : 0] referencia,
output reg pwm_out
);
always@(posedge clk)
begin
	if(value < referencia)
		pwm_out <= 1'b1;
	else
		pwm_out <= 1'b0;
end
endmodule
module contador #(parameter RESOLUTION_BITS=8)(
input clk, rst, ena,
output reg [RESOLUTION_BITS-1 :0] value
);
parameter MAX_VALUE = (2**RESOLUTION_BITS)-1;
always@(posedge clk or negedge rst)
begin
	if(!rst)
		value <= 0;
	else if(ena)
		begin
			if(value == MAX_VALUE)
				value <= 0;
			else
				value <= value + 1'b1;
		end
	else
		value <= value;
end
endmodule
module prescaler #(parameter COUNTER_SIZE = 10)(
input		clk, rst, 
output reg ena
);
parameter MAX_COUNTER = (2**COUNTER_SIZE)-1;
reg [COUNTER_SIZE-1 : 0] count;
always@(posedge clk or negedge rst)
begin
	if(!rst)
		count <= {COUNTER_SIZE{1'b0}};
	else
		begin
			if(count==MAX_COUNTER)
				begin
					count <= {COUNTER_SIZE{1'b0}};
					ena <= 1'b1;
				end
			else
				begin
					count <= count + 1'b1;
					ena <= 1'b0;
				end
		end
end
endmodule
module top_pwmgenerator #(parameter FRECUENCY_BITS=10, parameter RESOLUTION_BITS=8)(
input clk_top, rst_top,
input [RESOLUTION_BITS-1 : 0] referencia_top,
output ena_top,
output [RESOLUTION_BITS-1 :0] value_top,
output pwm_out_top
);
prescaler #( .COUNTER_SIZE(FRECUENCY_BITS)) prescal(
	.clk	(clk_top),
	.rst	(rst_top),
	.ena	(ena_top)
);
contador #( .RESOLUTION_BITS(RESOLUTION_BITS)) cnt(
	.clk	(clk_top),
	.rst	(rst_top),
	.ena	(ena_top),
	.value (value_top)
);
comparador #( .RESOLUTION_BITS(RESOLUTION_BITS)) comp(
	.clk	(clk_top),
	.value(value_top),
	.referencia	(referencia_top),
	.pwm_out(pwm_out_top)
);
endmodule
==> flow/run.sh <==
#!/bin/bash
# OpenROAD 26Q1-2900-gdf79404cd8, Yosys 0.63+post, stock flow scripts
make -C /OpenROAD-flow-scripts/flow DESIGN_CONFIG=/design/flow/config.mk WORK_HOME=/design/flow/orfs finish
==> flow/config.mk <==
export PLATFORM = sky130hd
export DESIGN_NAME = top_pwmgenerator
export DESIGN_NICKNAME = top_pwmgenerator
export VERILOG_FILES = /design/flow/design.v
export SDC_FILE = /design/flow/constraint.sdc
export NUM_CORES = 4
export LEC_CHECK = 1
export CORE_AREA = 10 10 102 102
export DIE_AREA = 0 0 112 112
==> flow/constraint.sdc <==
current_design top_pwmgenerator

set clk_period 2.9
set clk_io_pct 0.2

create_clock -name clk0 -period $clk_period [get_ports {clk_top}]

set non_clock_inputs [all_inputs -no_clocks]
set_input_delay [expr $clk_period * $clk_io_pct] -clock clk0 $non_clock_inputs
set_output_delay [expr $clk_period * $clk_io_pct] -clock clk0 [all_outputs]
==> Slide: Implementation Results <==
Synthesis and Place & Route Summary

Logic synthesis
  • Synth Area per Inst: about 10 um2
  • Adder share: 10.7%
  • Commonest flop: dfrtp_1
  • #FFs+latches synth: 20
  • Largest type area fraction: 42.7%
  • Post-Synthesis Cells: 105
  • MUX area fraction: 1.07%
  • YS chip area: 1060 um2
  • XOR/XNOR Fraction of Synth Area: between 8 and 9%
  • Most area-consuming cells after synthesis: dfrtp_1 43%, ha_1 11%, xnor2_1 5.0%, inv_1 3.6%, nand2_1 3.6%
  • Post-synthesis cell area: about 1100 um2
  • Async SR Flop Fraction: 90.0%
  • Post-synthesis compound-gate area fraction: between 8 and 9%
  • Leading area contributor after synthesis: dfrtp_1
  • Dominant kind of combinational cell: simple AND/OR/NAND/NOR gates
  • EDFF count, synth: 1
  • Yosys warns: 3
  • Yosys stat cell total: 105
  • Yosys simple share: 20.7%
  • Seq share, synth: a little under half
  • Unique cell types: 28

Timing
  • Endpoints failing hold: 0
  • Post-Route Setup TNS: 0 ns
  • Final Max Slew Viols: 0
  • RSZ-0062 raised after global routing: no
  • Crit share post-route: between 60 and 70%
  • Slew @ Worst Pin: ~0.44 ns
  • F_max: 522 MHz
  • Clock period minus worst slack: 1.91 ns
  • Final-report setup violation count: 0
  • Slew headroom: 70.2%
  • Layout Skew: 0.000775 ns

Clock network
  • Hold_buf cts: 0
  • CTS clock-pin slew for the worst setup and hold paths: 0.07 ns
  • CTS tree: done
  • TritonCTS Buffers: 3
  • CTS Sinks: 20
  • Root Buffer: clkbuf_8
  • Post-CTS setup buffer count: 0
  • H-tree lvl count: 1
  • Resize count post-CTS: 0
  • CTS Buffer Depth: 2
  • Clk latency of the worst-skew pair: 0.25 ns

Global routing
  • Vias in the first global route: 782
  • First-pass GRT wire length: 3710 um
  • Total GRT Usage: 3.37%
  • Grt ovf: 0
  • Largest net degree at the start of global routing: 20
  • Initial antenna violation count: 0

Placement
  • Dpl cells: 230
  • I/O Buffers: 19
  • DP Wirelength: 1670 um
  • Placed cell area: around 1400 um2
  • GPL Wtd Cong: about 0.79

Route
  • Via-per-instance ratio: between 3 and 4
  • Final antenna-violating net count: 0
  • Via count: 804
  • DRC violations left: 0
  • DRT iter0 DRCs: 8
  • Drt first pass iters: 3
  • DRT Wirelength: 2150 um
  • Ant. Diodes: 0
  • Drt wl/cell: 9.20 um

Critical path
  • Reg2reg path depth: 3
  • Worst r2r dst: prescal.ena
  • Slowest-stage cell, CP: clkdlybuf4s50_1
  • Crit path kind: register to primary output
  • Data required, critical path: between 2 and 2.5 ns
  • CP delay by family, top: buffers and inverters
  • Buf/Inv on CP: 1
  • Critical Path Start Type: register
  • Crit path DAT: 1.33 ns
  • Reg2Reg Launch Point: prescal.count[0]
  • Cells along the critical path: clkdlybuf4s50_1
  • CP peak stage delay: 0.55 ns
  • Critical Path Sink Type: primary output
  • Reg2reg setup slack: 1.43 ns
  • Critical path peak fanout: 7

Flow run
  • Tool warnings: 25
  • Max cap viols: 0

Hold path
  • Hold Crit Class: register to register
  • WHS Path Cells: 1
  • Critical hold path startpoint: prescal.count[0]
  • Hold path endpoint: prescal.count[0]

Pwr
  • Peak supply drop: 118 uV
  • Power Total: 0.810 mW
  • Pwr dens: 563 nW/um2
  • Leakage power: 0.596 nW

Layout
  • Final Cell Area: 1440 um2
  • Most frequent cells in the layout: 19 x clkdlybuf4s50_1, 18 x dfrtp_1, 10 x inv_1, 10 x nand2_1, 9 x ha_1
  • Area grow syn2layout: 36.4%
  • Post-Route Utilization: 17.5%
  • Final cell count without fillers: 234
  • Layout cells sized above 1: 6.98%
  • Dominant logic cell type in the layout: clkdlybuf4s50_1

Floorplanning
  • Die span in x: about 110 um
  • Core area: ~8200 um2
  • Initial Utilization: 12.9%
  • Row Count: 33
  • Die extent in y: 112 um
  • I/O pins: 20
  • Die footprint: 12500 um2

Run status
  • Outcome: completed
worst reg2reg max path, delay by kind of cell (launching register included):
kind | cells | cell delay, ns
adders and majority gates | 1 | 0.25
DFF | 1 | 0.39
and+or+nand+nor | 2 | 0.58
layout make-up:
class / count / area [um2]
fillers: 877 / 6780
multi-input cells: 75 / 518
flip-flops and latches: 20 / 500
repair buffers: 20 / 198
well taps: 105 / 131
clock buffers: 4 / 55.1
inverters: 10 / 37.5
synth_stat cells (2+ instances only):
library cell,number
dfrtp_1,18
inv_1,10
nand2_1,10
ha_1,9
nand3_1,6
nor2_1,6
xnor2_1,6
o21ai_0,5
a21oi_1,4
nor3_1,4
xor2_1,4
nand4_1,3
and3_1,2
nand2b_1,2
nand4_2,2
or3_1,2
registers in the layout, summed over array words and instances, names as in the netlist:
register / flops
comp.pwm_out: 1
prescal.count: 10
cnt.value: 8
prescal.ena: 1
power by group:
part	internal, mW	total [mW]	leakage (nW)	switching [mW]
combinational	0.145	0.212	0.322	0.0675
sequential	0.321	0.392	0.246	0.0710
clock	0.121	0.206	0.0288	0.0859
cells by family after synthesis:
| logic type | Yosys count |
|---|---|
| and+or+nand+nor | 41 |
| DFF | 20 |
| AOI/OAI and AO/OA | 14 |
| xor gates and xnor gates | 10 |
| buffers and inverters | 10 |
| adders and majority gates | 9 |
| muxes | 1 |
routing by layer:
metal / vias to the layer above / wire [um] / track usage [%]
met2: 9 / 940 / 5.36
met3: 2 / 85 / 0.651
li1: 419 / - / -
met1: 374 / 1070 / 4.52
met5: - / 0 / 0
met4: 0 / 55 / 1.02
stage by stage:
step / worst slack, ns / hold WS (ns)
final: 0.985 / 0.490
after global routing: 0.901 / 0.510
after CTS: 0.963 / 0.489
after detailed placement: 0.954 / 0.479
after global placement: 0.963 / 0.470
after floorplan: 1.46 / 0.284
worst max path at each step:
stage	start	end	cells after the start
4_1_cts	prescal.ena	ena_top	1
5_1_grt	prescal.ena	ena_top	1
6_report	prescal.ena	ena_top	1
Power is estimated from default activity; no workload was simulated.
