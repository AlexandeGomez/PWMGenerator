## design/flow/design.v

```verilog
module BCDConvert(
input 	clk,
input 	ena,
input 	[7:0] bin_d_in,
output 	[11:0] bcd_d_out,
output 	rdy
);
parameter IDLE = 3'b000;
parameter SETUP = 3'b001;
parameter ADD = 3'b010;
parameter SHIFT = 3'b011;
parameter DONE = 3'b100;
reg [19:0] bcd_data = 0;
reg [2:0] state = IDLE;
reg [3:0] sh_counter = 0;
reg busy = 0;
reg result_rdy = 0;
always@(posedge clk)
begin
	if(ena)
	begin
		if(!busy)
		begin
			bcd_data <={12'b0, bin_d_in};
			state <= SETUP;
		end
	end
	case(state)
		IDLE: 
		begin
			result_rdy <= 0;
			busy <= 0;
		end
		SETUP:
		begin
			busy <= 1;
			state <= ADD;
		end
		ADD:
		begin
			if(bcd_data[11:8] > 4)
			begin
				bcd_data[19:8] <= bcd_data[19:8] + 12'b0000_0000_0011;
			end
			if(bcd_data[15:12] > 4)
			begin
				bcd_data[19:12] <= bcd_data[19:12] + 8'b0000_0011;
			end
			if(bcd_data[19:16] > 5)
			begin
				bcd_data[19:16] <= bcd_data[19:16] + 4'b0011;
			end
			state <= SHIFT;
		end
		SHIFT:
		begin
			sh_counter <= sh_counter + 1'b1;
			bcd_data <= bcd_data << 1;
			if(sh_counter==11)
			begin
				sh_counter <= 4'b0;
				state <= DONE;
			end
			else
			begin
				state <= ADD;
			end
		end
		DONE:
		begin
			result_rdy <= 1'b1;
			state <= IDLE;
		end
		default:
			state <= IDLE;
		endcase
end
assign bcd_d_out = bcd_data[19:8];
assign rdy = result_rdy;
endmodule
```

## design/flow/run.sh

```bash
#!/bin/bash
# OpenROAD 26Q1-2900-gdf79404cd8, Yosys 0.63+post, stock flow scripts
make -C /OpenROAD-flow-scripts/flow DESIGN_CONFIG=/design/flow/config.mk WORK_HOME=/design/flow/orfs finish
```

## design/flow/config.mk

```make
export PLATFORM = sky130hd
export DESIGN_NAME = BCDConvert
export DESIGN_NICKNAME = BCDConvert
export VERILOG_FILES = /design/flow/design.v
export SDC_FILE = /design/flow/constraint.sdc
export NUM_CORES = 4
export LEC_CHECK = 1
export CORE_AREA = 10 10 105 105
export DIE_AREA = 0 0 115 115
```

## design/flow/constraint.sdc

```tcl
current_design BCDConvert

set clk_period 4.9
set clk_io_pct 0.2

create_clock -name clk0 -period $clk_period [get_ports {clk}]

set non_clock_inputs [all_inputs -no_clocks]
set_input_delay [expr $clk_period * $clk_io_pct] -clock clk0 $non_clock_inputs
set_output_delay [expr $clk_period * $clk_io_pct] -clock clk0 [all_outputs]
```

==> git commit body <==
Refresh implementation metrics

- Status: complete, no violations
- Routability congestion estimate from global placement: approximately 0.88
* Post-CTS setup buffer count: 0
- Hold WC Path Type: reg -> reg
- The vertical die dimension reported for this design is about 120 µm.
- Number of max-capacitance violations reported: 0
- Synthesized flop and latch total: 29
* Data required time at the worst endpoint: 3920 ps
- The later pin in the worst-skew pair is clocked with a latency of 280 ps.
- The routed design shows a wire length per standard cell of between 10 and 15 µm.
* Top FF cell, synth: sky130_fd_sc_hd__edfxtp_1
- The routed layout has ~1600 vias.
- OpenROAD reports that the post-layout worst path occupies 51.24% of the period.
* Setup repair after global routing missed its margin: false
* Clock input transition at the sequential cells of the worst setup and hold paths: about 70 ps
- The largest total area in the synthesized netlist belongs to sky130_fd_sc_hd__edfxtp_1.
* Fillers: just over 900
- Cell class contributing the biggest share of worst-path delay: flip-flops
* Routed Wire Length: around 4.4 mm
- Terminus of the critical flop-to-flop path: bcd_data[18]$_DFF_P_
- Final tally of hold violations: 0
* Area share of the largest cell type after synthesis: 25.43%
- Worst endpoint data arrival time: between 1500 and 2000 ps
- Distinct cells, synth: approximately 48
- Entering global routing, the biggest net connects 28 pins.
- Number of iterations in the first detailed-routing pass: 4
- Worst-path maximum fanout: 16
- For this run, the number of standard cells in the final layout without fillers is around 330.
* Via count normalized by instance count: between 4 and 5
- First-pass GRT wire length: between 7 and 8 mm
- TritonCTS built the clock tree.
- In the synthesis report, Yosys lists the chip area as about 1900 µm².
- Number of setup violations in the final report: 0
- Across every metal layer, demand over resource in global routing totals 6.710%.
* Core area: a little under 9000 µm²
- The count of nets left with antenna violations once routing finished came out at 0.
- Sequential cell area fraction in the yosys report: between 30 and 40%
- OpenROAD warning count: 29
- Clock Skew: 5.708 ps
- The wire-length estimate of the detail-placed layout is 3.038 mm.
- Setup crit start kind: flop
- Number of stages on the worst setup path: 1
- Number of antenna violations at the first check in global routing: 0
- The slew check shows that the tightest pin keeps a relative margin of a little under half.
- Critical Path Sink: bcd_d_out[3]
- Summing all flip-flop and latch instances after layout gives 740.7 µm².
- FF-to-FF path depth: 6
- Slowest cell on crit path: sky130_fd_sc_hd__dfxtp_1
- The transition time recorded at the tightest slew-check pin is 808.6 ps.
- Number of sinks driven by the clock tree: 29
- Largest cells by area after synthesis: sky130_fd_sc_hd__edfxtp_1 (25%), sky130_fd_sc_hd__dfxtp_1 (14%), sky130_fd_sc_hd__nand2_1 (5.4%)
* Cell leakage power: slightly below 0.8 nW
- Root Buffer: sky130_fd_sc_hd__clkbuf_8
- The worst setup path is captured at a primary output.
* Count of inserted antenna diode cells: 0
* Die X-Extent: between 100 and 150 µm
* Worst path buffer plus inverter count: 1
* Number of gates resized after CTS: 0
- Chip area: around 13000 µm²
- Pwr dens: between 600 and 700 nW/µm²
* Grt total ovfl: 0
- For this run, design rule violations remaining after detail routing come to 0.
- Synthesis warning total: 1
* Mean instance size in the synthesized netlist: ~8.7 µm²
* Maximum level of the CTS H-tree: 2
- For reference, the critical path is launched at bcd_data[11]$_DFF_P_.
* Initial detailed-routing violation count: around 180
- Accumulated negative setup slack: 0 ps
- After synthesis, the share of flip-flops with an asynchronous set or reset is 0%.
- The floorplan step records an initial core utilization of between 20% and 30%.
- The via count of the first global-routing pass came to 1504.
- After technology mapping, the gate count stands at around 220.
* Num rows: 34
* Boundary Pins: 23
- Cell area after synthesis: between 1500 and 2000 µm²
- In this run, synthesis inferred 16 flip-flops with an integrated enable.
* Placed Instances: ~320
- The number of hold buffers added after CTS was 0.
* Largest incremental delay on the critical path: roughly 660 ps
* Yosys stat cell total: between 200 and 250
- The top cell type in the final layout, fill and taps aside, is sky130_fd_sc_hd__nand2_1.
* Shortest clock period the worst path allows after layout: between 2000 and 3000 ps
- Deepest clock path buffer count: 2
* CTS buffer count: 5
- Area of the multi-input gates: roughly 960 µm²
- Fmax: 0.3983 GHz
* Fraction of final layout cells sized beyond drive strength 1: 7.273%
- The buffer_ports step reported a buffer count of 22.
* Most used cells in the layout excluding fill and tap cells: sky130_fd_sc_hd__nand2_1 (27), sky130_fd_sc_hd__clkdlybuf4s50_1 (22), sky130_fd_sc_hd__o21ai_0 (17)
- Maximum ir drop on the vdd rail: about 180 µV
- Pins Over Slew Limit: 0
- Critical Setup Path Class: reg -> out
- FF-to-FF Start: state[2]$_DFFE_PP_
- Critical path cell sequence: clkdlybuf4s50_1
* Reg-to-reg setup timing slack: about 2600 ps
- Between the synthesized netlist and the finished layout, the area growth was recorded as 16.42%.
## tightest hold or removal path, cell delays in order, from the launching register on
cell                      delay, ps
sky130_fd_sc_hd__dfxtp_1        310
sky130_fd_sc_hd__nand2_1         50
sky130_fd_sc_hd__a21oi_1         50
## synthesized netlist by cell type, types with 2 or more instances
master and instances:
sky130_fd_sc_hd__a221oi_1 3, sky130_fd_sc_hd__o2111ai_1 3, sky130_fd_sc_hd__clkbuf_1 9, sky130_fd_sc_hd__or3_1 2, sky130_fd_sc_hd__a22oi_1 2, sky130_fd_sc_hd__a211oi_1 3
sky130_fd_sc_hd__mux2_2 2, sky130_fd_sc_hd__edfxtp_1 16, sky130_fd_sc_hd__and3b_1 2, sky130_fd_sc_hd__o31ai_1 4, sky130_fd_sc_hd__nand3_1 7, sky130_fd_sc_hd__nor3_1 3
sky130_fd_sc_hd__nand2b_1 4, sky130_fd_sc_hd__o31a_1 2, sky130_fd_sc_hd__dfxtp_1 13, sky130_fd_sc_hd__nand2_1 27, sky130_fd_sc_hd__nor2b_1 6, sky130_fd_sc_hd__a31o_2 2
sky130_fd_sc_hd__inv_1 10, sky130_fd_sc_hd__or2_2 2, sky130_fd_sc_hd__o21ai_0 17, sky130_fd_sc_hd__a32oi_1 6, sky130_fd_sc_hd__buf_4 12, sky130_fd_sc_hd__o211ai_1 3
sky130_fd_sc_hd__a311oi_1 2, sky130_fd_sc_hd__nor2_1 15, sky130_fd_sc_hd__a21oi_1 8, sky130_fd_sc_hd__buf_2 4, sky130_fd_sc_hd__ha_1 8
## per-stage QoR
| step | hold slack (ps) | cell area (µm²) | setup slack, ps | power, mW | util (%) |
|---|---|---|---|---|---|
| floorplan | 436.6 | 1889 | 2974 | 1.001 | - |
| global placement | 447.9 | 2090 | 2126 | 1.148 | 23.84 |
| detailed placement | 454.3 | 2090 | 2105 | 1.152 | 23.84 |
| CTS | 464.1 | 2200 | 2400 | 1.410 | 25.10 |
| global route | 476.1 | 2200 | 2273 | 1.521 | 25.10 |
| finish | 463.3 | 2200 | 2389 | 1.391 | 25.10 |
## registers in the layout, summed over array words and instances, names as in the netlist
register,count
bcd_data,20
sh_counter,4
busy,1
result_rdy,1
state,3
## area by class of cell
cell class,count,share of cell area (%)
Multi-Input combinational cell,151,43.46
Sequential cell,29,33.67
Timing Repair Buffer,22,10.01
Tap cell,108,6.143
Clock buffer,5,3.129
Clock inverter,3,1.877
Inverter,10,1.706
## routing by layer
| metal | GRT usage (%) | share of wire, % |
|---|---|---|
| met3 | 2.004 | 6.2 |
| met2 | 10.10 | 44 |
| met1 | 9.421 | 47 |
| met4 | 1.403 | 2.6 |
| met5 | 0 | 0 |
## power breakdown
| part | internal [mW] | switching, mW | leakage (nW) |
|---|---|---|---|
| registers | 0.402 | 0.149 | 0.268 |
| logic | 0.273 | 0.324 | 0.452 |
| clock network | 0.149 | 0.0935 | 0.0518 |
## worst min-delay path by stage
stage	startpoint	endpoint	slack (ps)	cells after the start
after CTS	bcd_data[0]$_SDFFE_PP0P_	bcd_data[0]$_SDFFE_PP0P_	460	2
after global routing	bcd_data[0]$_SDFFE_PP0P_	bcd_data[0]$_SDFFE_PP0P_	480	2
final	bcd_data[0]$_SDFFE_PP0P_	bcd_data[0]$_SDFFE_PP0P_	460	2
## logic make-up (layout without fill, tap and decap cells)
group	after synthesis	count (layout)	synth area share, %
adders and majority gates	8	8	5.298
AOI/OAI and AO/OA	61	61	22.25
DFF	29	29	39.21
and+or+nand+nor	79	79	21.39
muxes	2	2	1.192
buffers and inverters	36	40	10.20
xor gates and xnor gates	1	1	0.4637
No activity file was given, so power comes from the tool's default toggle rates.
